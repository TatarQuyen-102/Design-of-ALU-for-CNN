`flow/run.sh`:
```
#!/bin/bash
# OpenROAD 26Q1-2900-gdf79404cd8, Yosys 0.63+post, stock flow scripts
make -C /OpenROAD-flow-scripts/flow DESIGN_CONFIG=/design/flow/config.mk WORK_HOME=/design/flow/orfs finish
```
`flow/config.mk`:
```
export PLATFORM = sky130hd
export DESIGN_NAME = ReLU_out
export DESIGN_NICKNAME = ReLU_out
export VERILOG_FILES = /design/flow/design.v
export SDC_FILE = /design/flow/constraint.sdc
export NUM_CORES = 4
export LEC_CHECK = 1
export CORE_AREA = 10 10 70 70
export DIE_AREA = 0 0 80 80
```
`flow/constraint.sdc`:
```
current_design ReLU_out

set clk_period 3.4
set clk_io_pct 0.2

create_clock -name clk0 -period $clk_period

set non_clock_inputs [all_inputs -no_clocks]
set_input_delay [expr $clk_period * $clk_io_pct] -clock clk0 $non_clock_inputs
set_output_delay [expr $clk_period * $clk_io_pct] -clock clk0 [all_outputs]
```
`flow/design.v`:
```
module ReLU_out(
    input wire cmp_flag,
    input wire [7:0] cmp_val,
    input wire [15:0] val_in,
    output reg [7:0] val_out
);
    wire [7:0] temp_relu, temp_clip;
    ReLU ReLU_inst(
        .val_in(val_in),
        .temp_relu(temp_relu)
    );
    LESS Comparator1(
        .A(temp_relu),
        .B(cmp_val),
        .MUX_Out(temp_clip)
    );
    always @(*) begin
        if (cmp_flag) 
            val_out <= temp_clip;
        else 
            val_out <= temp_relu;
    end
endmodule
module ReLU #(parameter IP_WIDTH = 16, OP_WIDTH = 8) (
    input [IP_WIDTH-1:0] val_in,
    output [OP_WIDTH-1:0] temp_relu
);
    assign temp_relu = val_in[IP_WIDTH-1] ? 0 : val_in;
endmodule
module LESS (
    input [7:0] A,          
    input [7:0] B,          
    output [7:0] MUX_Out    
);
	  wire lower_A_Less_B, lower_A_Equal_B, lower_A_Greater_B;
    wire upper_A_Less_B, upper_A_Equal_B, upper_A_Greater_B;
    wire not_A7, not_B7;
    assign not_A7 = ~A[7];
    assign not_B7 = ~B[7];
    SN74LS85 lower_4bit (
        .A(A[3:0]),
        .B(B[3:0]),
        .A_gt_B_in(1'b1),
        .A_eq_B_in(1'b1),
        .A_lt_B_in(1'b1),
        .A_gt_B(lower_A_Greater_B),
        .A_eq_B(lower_A_Equal_B),
        .A_lt_B(lower_A_Less_B)
    );
    SN74LS85 upper_4bit (
        .A({not_A7, A[6:4]}),     
        .B({not_B7, B[6:4]}),     
        .A_gt_B_in(lower_A_Greater_B),
        .A_eq_B_in(lower_A_Equal_B),
        .A_lt_B_in(lower_A_Less_B),
        .A_gt_B(upper_A_Greater_B),
        .A_eq_B(upper_A_Equal_B),
        .A_lt_B(upper_A_Less_B)
    );
    assign O_A_Less_B    = upper_A_Less_B;
    assign O_A_Equal_B   = upper_A_Equal_B;
    assign O_A_Greater_B = upper_A_Greater_B;
    MUX_2to1_8bit mux_8bit (
        .in0(A),               
        .in1(B),               
        .sel(O_A_Greater_B),   
        .out(MUX_Out)          
    );
endmodule
module MUX_2to1_8bit (
    input [7:0] in0,    
    input [7:0] in1,    
    input sel,          
    output [7:0] out    
);
    assign out = sel ? in1 : in0;
endmodule
module SN74LS85 (
input  wire [3:0] A,           
input  wire [3:0] B,           
input  wire A_gt_B_in,         
input  wire A_eq_B_in,         
input  wire A_lt_B_in,         
output wire A_gt_B,            
output wire A_eq_B,            
output wire A_lt_B             
);
wire [3:0] y;     
wire [3:0] x;     
assign y[3] = ~(A[3] & B[3]);
assign y[2] = ~(A[2] & B[2]);
assign y[1] = ~(A[1] & B[1]);
assign y[0] = ~(A[0] & B[0]);
assign x[3] = ~((A[3] & y[3]) | (B[3] & y[3]));   
assign x[2] = ~((A[2] & y[2]) | (B[2] & y[2]));   
assign x[1] = ~((A[1] & y[1]) | (B[1] & y[1]));   
assign x[0] = ~((A[0] & y[0]) | (B[0] & y[0]));   
wire all_equal;
assign all_equal = x[3] & x[2] & x[0];
assign A_gt_B = ~(
(B[3] & y[3]) |                            
(B[2] & y[2] & x[3]) |                     
(B[1] & y[1] & x[3] & x[2]) |             
(B[0] & y[0] & x[3] & x[2] & x[1]) |      
(all_equal & A_lt_B_in) |
(all_equal & A_eq_B_in)  
);
assign A_eq_B = all_equal & A_eq_B_in;
assign A_lt_B = ~(
(A[3] & y[3]) |                            
(A[2] & y[2] & x[3]) |                     
(A[1] & y[1] & x[3] & x[2]) |             
(A[0] & y[0] & x[3] & x[2]) |      
(all_equal & x[1]) |
(all_equal & A_gt_B_in)     
);
endmodule
```
==> flow_metrics.py <==
# Generated from Yosys and OpenROAD reports
metrics = {
    "finish": {
        "seq_area_um2": 0,
        "final.clkbuf_count": 0,
        "drive_above_1_share_pct": 46.90,
        "fin_util_pct": 41.36,
        "design.seq.count": 0,
        "stdcell_count": 191,
        "final_area_um2": 1413,
        "syn_to_final_growth_pct": 118.0,
    },
    "die": {
        "die_w_um": 80,
        "initCoreUtil_pct": 18.97,
        "num_rows": 21,
        "die_y_um": 80,
        "ios": 33,
        "die_area_um2": 6400,
        "core_area_um2": 3416,
    },
    "critical_path": {
        "critPathRequiredTime_ps": 2720,
        "startpoint_type": "input pin",
        "path_class": "input pin to output port",
        "worst_setup_path_end_kind": "output port",
        "cp_max_fo": 7,
        "crit_arrival_ps": 2640,
    },
    "sta": {
        "rsz0062_at_grt": "no",
        "worst_pin_slew_ps": 231.5,
        "report.final.slew_viol_count": 0,
        "finalCriticalPeriod_ps": 3320,
        "fin_crit_sh_pct": 97.66,
        "setup_violations": 0,
        "hold-worst-slack_ps": 2157,
        "max_slew_margin_pct": 84.56,
        "max_clock_freq_mhz": 301.2,
        "hold_viol": 0,
    },
    "routing": {
        "drt_first_iter_violations": 62,
        "drc": 0,
        "dr.pass1.iters": 4,
        "routedWlPerCell_um": 14.62,
        "num_vias": 955,
        "via_per_inst": 5.000,
        "wl_mm": 2.793,
        "ant_nets": 0,
        "insertedDiodeCount": 0,
    },
    "logic_synthesis": {
        "synth_area_um2": 648.1,
        "synth_cell_types": 26,
        "yosys_warnings": 4,
        "ys_top_cells_by_area": "ha_1 14%, nand3_1 12%, o2111ai_1 11%",
        "synth_top_area_share_pct": 13.51,
        "yosysSeqAreaShare_pct": 0,
        "avgSynthCellArea_um2": 7.201,
        "yosys_cells": 90,
        "synth_area_leader_cell": "ha_1",
        "synth_cells": 90,
        "yosysChipArea_um2": 648.1,
    },
    "min_path": {
        "hold_path.class": "input pin to output port",
    },
    "job": {
        "maxCapViolations": 0,
        "tool_warnings": 39,
    },
    "place": {
        "portBuffers": 26,
        "placed_cell_area_um2": 1111,
        "place_hpwl_mm": 1.887,
        "gp_congestion": 0.8854,
        "place_inst": 181,
    },
    "grt": {
        "grt_overflow_total": 0,
        "grt_pass1_vias": 954,
        "grt_pass1_wl_mm": 4.505,
        "antenna_found_initial": 0,
        "grtUsageTotal_pct": 8.243,
        "grt_max_degree": 12,
    },
    "cts": {
        "cts_hold_buf": 0,
    },
    "power_and_ir_drop": {
        "max-vdd-ir-drop_mv": 0.05118,
        "leakagePower_nw": 0.6130,
        "power.density_nw_per_um2": 160.6,
    },
    "status": {
        "outcome": "finished clean",
    },
}
## synth_stat cells (2+ instances only)
cell,count
nor2b_1,8
and4_1,5
nand2_2,2
buf_6,2
nand2_1,3
inv_1,4
a221oi_1,6
nand3_1,16
a21oi_1,4
and3_1,3
a221oi_2,2
nand2b_1,3
o2111ai_1,8
nor2_1,3
ha_1,7
and2_1,4
## what timing repair did
action | in CTS | in global routing
setup endpoints to repair | 8 | 5
resized | 41 | 4
setup buffers | 4 | 4
cloned | 2 | 0
pin swaps | 15 | 8
## metrics by stage
step / worst slack [ps] / power (mW) / setup TNS, ps
after floorplan: 878.0 / 0.07764 / 0
after global placement: -228.6 / 0.1670 / -1606
after detailed placement: -237.2 / 0.1688 / -1707
after CTS: 51.00 / 0.2191 / 0
after global routing: 1.880 / 0.2443 / 0
final: 79.53 / 0.2269 / 0
## logic make-up (layout without fill, tap and decap cells)
kind of cell | after synthesis | count (layout) | synth area share (%)
compound gates | 22 | 22 | 30.12
simple gates | 52 | 54 | 48.65
buf+inv | 9 | 62 | 7.719
fa+ha+maj | 7 | 7 | 13.51
## placed cells by master, fill, tap and decap left out, drive strengths merged
cell type / n
a21oi: 4
a221oi: 8
and2: 6
and3: 3
and3b: 1
and4: 5
buf: 32
clkdlybuf4s50: 19
dlygate4sd2: 4
dlymetal6s2s: 3
ha: 7
inv: 4
nand2: 6
nand2b: 3
nand3: 16
nand3b: 1
nand4: 1
nor2: 3
nor2b: 8
nor3b: 1
o2111ai: 8
o211a: 1
o211ai: 1
## cell type report
class                           instances  area (um^2)
Fill cell                             330         2003
Inverter                                4        15.01
Multi-Input combinational cell         83        829.5
Tap cell                               46        57.56
Timing Repair Buffer                   58        510.5
## critical path, cell delays in order
cell             delay, ps
clkdlybuf4s50_1        460
nor2b_4                170
ha_4                   220
nand4_1                180
and2_4                 240
o2111ai_1              130
nand3_1                 90
clkdlybuf4s50_1        470
## power by group
group / total (mW) / switching [mW] / internal (mW) / leakage, nW
Sequential: 0 / 0 / 0 / 0
Combinational: 0.227 / 0.0981 / 0.129 / 0.613
Clock: 0 / 0 / 0 / 0
## layer usage
layer	track usage (%)	wire length (um)	part of all wire (%)
met5	0	0	0
met3	1.250	200	7.2
met2	13.64	1334	48
met4	0.3521	15	0.54
met1	11.47	1242	44
## final timing paths
check | startpoint | to | depth (start not counted)
max | val_in[3] | val_out[7] | 8
min | val_in[4] | val_out[2] | 8
Power is estimated from default activity; no workload was simulated.
