==> design/flow/design.v <==
module rsa #( parameter N = 4 ) (
    input  wire [N-1:0] A, B,   
    input  wire Cin,            
    output wire [N-1:0] Sum,    
    output wire Cout            
);
    wire [N:0] carry;           
    wire [N-1:0] B_xor;         
    assign B_xor = B ^ {N{Cin}};   
    assign carry[0] = Cin; 
    genvar i;
    generate
        for (i = 0; i < N; i = i + 1) begin : adder_stage
            full_adder FA (
                .A(A[i]), 
                .B(B_xor[i]), 
                .Cin(carry[i]), 
                .Sum(Sum[i]), 
                .Cout(carry[i+1])
            );
        end
    endgenerate
    assign carry_sign = carry[N];  
    assign Cout = carry_sign ^ Cin;   
endmodule
module full_adder (
    input  wire A, B, Cin,  
    output wire Sum, Cout   
);
    assign Sum  = A ^ B ^ Cin; 
    assign Cout = (A & B) | (A & Cin) | (B & Cin);  
endmodule
==> design/flow/run.sh <==
#!/bin/bash
# OpenROAD 26Q1-2900-gdf79404cd8, Yosys 0.63+post, stock flow scripts
make -C /OpenROAD-flow-scripts/flow DESIGN_CONFIG=/design/flow/config.mk WORK_HOME=/design/flow/orfs finish
==> design/flow/config.mk <==
export PLATFORM = sky130hd
export DESIGN_NAME = rsa
export DESIGN_NICKNAME = rsa
export VERILOG_FILES = /design/flow/design.v
export SDC_FILE = /design/flow/constraint.sdc
export NUM_CORES = 4
export LEC_CHECK = 1
export CORE_AREA = 10 10 70 70
export DIE_AREA = 0 0 80 80
==> design/flow/constraint.sdc <==
current_design rsa

set clk_period 3.3
set clk_io_pct 0.2

create_clock -name clk0 -period $clk_period

set non_clock_inputs [all_inputs -no_clocks]
set_input_delay [expr $clk_period * $clk_io_pct] -clock clk0 $non_clock_inputs
set_output_delay [expr $clk_period * $clk_io_pct] -clock clk0 [all_outputs]
==> flow_metrics.rpt <==
==== FLOW RESULTS ====
----------------------------------------------------
[Timing]
  Normalized max-slew margin ........................ 0.842
  Setup TNS Final ........................ 0 ns
  Final cycle utilization of the critical path ........................ 0.985
  Tmin final ........................ 3.25 ns
  Slew @ Worst Pin ........................ between 0.2 and 0.25 ns
  Final Slew Violations ........................ 0
  Achievable frequency ........................ roughly 0.31 GHz
  Count of final hold-check violations ........................ 0
  Final setup violation count ........................ 0
  Setup repair after global routing missed its margin ........................ true
  Worst Setup Slack, final ........................ just under 0.05 ns

[Yosys]
  Library cell with the largest summed area after synthesis ........................ sky130_fd_sc_hd__fa_1
  Number of standard cells after synthesis ........................ 19
  Most repeated cell in the gate-level netlist after synthesis ........................ sky130_fd_sc_hd__inv_1
  Yosys chip area ........................ roughly 180 sq um
  Portion of the post-synthesis area used by sequential elements ........................ 0
  Most numerous cell types in the synthesized netlist ........................ sky130_fd_sc_hd__inv_1 (5), sky130_fd_sc_hd__buf_4 (4), sky130_fd_sc_hd__fa_1 (3), sky130_fd_sc_hd__xnor2_1 (3), sky130_fd_sc_hd__xor2_1 (2)
  Netlist Area Pre-Place ........................ ~180 sq um
  Main area contributors after synthesis ........................ sky130_fd_sc_hd__fa_1 (34%), sky130_fd_sc_hd__buf_4 (17%), sky130_fd_sc_hd__xnor2_1 (15%)
  Warning count from the yosys run ........................ 1
  Post-Synthesis Mean Instance Area ........................ a little over 9 sq um
  Number of cells in the yosys synthesis report ........................ 19
  Distinct cell type count after synthesis ........................ 7
  Dominant cell area share ........................ 0.343

[Cells and area]
  Sequential cell area ........................ 0 sq um
  Area overhead of the layout relative to synthesis ........................ 103%
  Utilization after layout ........................ 0.104
  Number of cells in the finished layout apart from fillers ........................ around 77
  Clock buffer count in the final layout ........................ 0
  Flip-flops ........................ 0
  Share of layout cells above drive strength 1 ........................ 0.290
  Filler cell count in the final layout ........................ 406

[Power]
  Leakage ........................ about 0.15 nW
  PwrDens ........................ 162 nW/um^2
  Overall power ........................ approximately 0.000058 W
  Worst voltage drop across the vdd grid ........................ between 0.00005 and 0.00006 V

[Placement]
  Final weighted congestion of routability-driven global placement ........................ ~0.84
  Number of cells in the design after placement ........................ around 77
  Port bufs ........................ 14
  Detail Placement HPWL ........................ between 400 and 500 um
  Pre-CTS setup slack ........................ -0.453 ns

[Drt]
  Iteration-0 DRC count of the detailed router ........................ 2
  Post-DR wirelength/cell ........................ 6.69 um
  Number of nets with antenna violations after detailed routing ........................ 0
  Via density per instance ........................ approximately 1.7
  Number of inserted diodes ........................ 0
  Final wirelength ........................ a little over 500 um
  Number of iterations in the first detailed-routing pass ........................ 2
  Count of unresolved DRC violations after routing ........................ 0
  Routed via count ........................ between 100 and 150

[Critical path]
  CP Cell Sequence ........................ dlygate4sd2_1 -> mux2_4 -> fa_2 -> inv_2 -> fa_2 -> fa_2 -> inv_1 -> dlygate4sd2_1
  CP Launch Type ........................ input port
  Highest-delay cell along the critical path ........................ sky130_fd_sc_hd__fa_2
  WP data arrival ........................ approximately 2.6 ns
  Classification of the worst setup path ........................ input port to primary output
  Most repeated library cell on the critical path ........................ sky130_fd_sc_hd__fa_2
  CP required ........................ ~2.6 ns
  Kind of capture point of the worst setup path ........................ primary output
  Maximum fanout encountered on the critical timing path ........................ 2
  Delay of the slowest critical-path stage ........................ 0.57 ns

[Floorplanning]
  Die span in x ........................ 80 um
  Number of rows in the core area ........................ 21
  Floorplan Core Area ........................ about 3400 sq um
  Die height ........................ about 80 um
  Number of top-level design ports ........................ 14
  Die area ........................ 6400 sq um
  Pre-Place Util ........................ 0.0513

[Run]
  Number of OpenROAD warnings ........................ 33
  Max-Cap Viols ........................ 0

[Global routing]
  Total gr overflow ........................ 0
  Pin count of the biggest net entering global routing ........................ 4
  Wire length of the first global-routing pass ........................ slightly below 800 um
  Vias in the first global route ........................ around 150
  Antenna violations before repair ........................ 0
  Overall Global Routing Usage ........................ 0.0153

[Run status]
  Status ........................ complete, no violations

[Min path]
  Class of the tightest hold or removal check ........................ input port to primary output
  Hold Crit Depth ........................ 4

----------------------------------------------------
==> routing by layer <==
layer	track usage	wire [um]	vias up
met2	0.0169	96	13
met5	0	0	-
met3	0.0102	114	0
li1	-	-	72
met4	0	0	0
met1	0.0240	303	49
==> kinds of logic after synthesis <==
kind of cell / count (synthesis) / synth area share
adder cells (fa/ha/maj): 3 / 0.343
XOR/XNOR: 5 / 0.250
multiplexers: 1 / 0.0643
buffers and inverters: 10 / 0.343
==> stage by stage <==
stage               hold slack [ns]  instance area (sq um)
floorplan                      1.46                    175
global placement               2.35                    354
detailed placement             2.35                    354
CTS                            2.05                    358
global route                   1.94                    355
finish                         1.89                    355
==> timing repair <==
item | CTS | global route
pin swaps | 5 | 1
setup buffers | 0 | 0
resized | 13 | 2
endpoints found under the setup margin | 3 | 3
hold buffers | 0 | 0
==> worst max-delay path: cells and delay by family <==
kind | cells | cell delay, ns
multiplexers | 1 | 0.21
adder cells (fa/ha/maj) | 3 | 1.15
buffers and inverters | 4 | 0.58
==> cell usage in the layout (no fill, tap or decap) <==
cell	Yosys	routed
sky130_fd_sc_hd__buf_4	4	3
sky130_fd_sc_hd__clkbuf_2	0	1
sky130_fd_sc_hd__fa_2	0	3
sky130_fd_sc_hd__inv_2	0	1
sky130_fd_sc_hd__dlymetal6s2s_1	0	1
sky130_fd_sc_hd__xnor2_1	3	3
sky130_fd_sc_hd__xor2_1	2	2
sky130_fd_sc_hd__clkdlybuf4s50_1	0	6
sky130_fd_sc_hd__mux2_4	0	1
sky130_fd_sc_hd__dlygate4sd2_1	0	6
sky130_fd_sc_hd__inv_1	5	4
==> cell type report <==
cell class                      count  area [sq um]  share of cell area
Tap cell                           46          57.6               0.162
Inverter                            5          18.8              0.0528
Timing Repair Buffer               17           153               0.430
Multi-Input combinational cell      9           126               0.356
==> path summary, 6_finish.rpt <==
path | from | endpoint
worst max-delay path | B[0] | Sum[3]
worst min-delay path | Cin | Cout
==> power breakdown <==
group | total (W) | internal (W) | switching [W]
clock | 0 | 0 | 0
combinational | 0.0000575 | 0.0000386 | 0.0000190
sequential | 0 | 0 | 0
No activity file was given, so power comes from the tool's default toggle rates.
