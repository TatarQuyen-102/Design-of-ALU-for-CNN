$ cat flow/constraint.sdc
current_design cla

set clk_period 19.4
set clk_io_pct 0.2

create_clock -name clk0 -period $clk_period

set non_clock_inputs [all_inputs -no_clocks]
set_input_delay [expr $clk_period * $clk_io_pct] -clock clk0 $non_clock_inputs
set_output_delay [expr $clk_period * $clk_io_pct] -clock clk0 [all_outputs]
$ cat flow/run.sh
#!/bin/bash
# OpenROAD 26Q1-2900-gdf79404cd8, Yosys 0.63+post, stock flow scripts
make -C /OpenROAD-flow-scripts/flow DESIGN_CONFIG=/design/flow/config.mk WORK_HOME=/design/flow/orfs finish
$ cat flow/config.mk
export PLATFORM = sky130hd
export DESIGN_NAME = cla
export DESIGN_NICKNAME = cla
export VERILOG_FILES = /design/flow/design.v
export SDC_FILE = /design/flow/constraint.sdc
export NUM_CORES = 4
export LEC_CHECK = 1
export CORE_AREA = 10 10 75 75
export DIE_AREA = 0 0 85 85
$ cat flow/design.v
module cla #(parameter N = 16 )(
    input  [N-1:0] A, B,
    input         Cin,
    output [N-1:0] Sum,
    output        Cout
);
    localparam NUM_BLOCKS = N / 4;
    wire [NUM_BLOCKS-1:0] carry;
    wire [N-1:0] B_xor;
    assign B_xor = B ^ {N{Cin}};
    assign Cout = carry[NUM_BLOCKS-1];
    genvar i;
    generate
        for (i = 0; i < NUM_BLOCKS; i = i + 1) begin : cla_block
            cla_4bit cla_inst (
                .A(A[i*4 + 3 : i*4]),
                .B(B_xor[i*4 + 3 : i*4]),
                .Cin((i == 0) ? Cin : carry[i-1]),
                .Sum(Sum[i*4 + 3 : i*4]),
                .Cout(carry[i])
            );
        end
    endgenerate
    assign carry_sign = carry[N];  
    assign Cout = carry_sign ^ Cin;   
endmodule
module cla_4bit(
    input [3:0] A, B,
    input Cin,
    output [3:0] Sum,
    output Cout
);
    wire G[3:0], P[3:0];
    wire C[4:0];
    assign G[0] = A[0] & B[0];
    assign G[1] = A[1] & B[1];
    assign G[2] = A[2] & B[2];
    assign G[3] = A[3] & B[3];
    assign P[0] = A[0] ^ B[0];
    assign P[1] = A[1] ^ B[1];
    assign P[2] = A[2] ^ B[2];
    assign P[3] = A[3] ^ B[3];
    assign C[0] = Cin;
    assign C[1] = G[0] | (P[0] & Cin);
    assign C[2] = G[1] | (P[1] & (G[0] | (P[0] & Cin)));
    assign C[3] = G[2] | (P[2] & (G[1] | (P[1] & (G[0] | (P[0] & Cin)))));
    assign Cout = G[3] | (P[3] & (G[2] | (P[2] & (G[1] | (P[1] & (G[0] | (P[0] & Cin)))))));
    assign Sum[0] = P[0] ^ C[0];
    assign Sum[1] = P[1] ^ C[1];
    assign Sum[2] = P[2] ^ C[2];
    assign Sum[3] = P[3] ^ C[3];
endmodule
==> results.sh <==
# implementation run metrics
export IMPL_p_sw_mw=0.0129
export IMPL_die_w_um=85
export IMPL_synthesis_area_um2=598
export IMPL_ctsResizeCount=0
export IMPL_drtPass1Iterations=2
export IMPL_warnings=32
export IMPL_finalSetupViolCount=0
export IMPL_fillers=411
export IMPL_fin_ws_ns=4.58
export IMPL_tns_ns=0
export IMPL_drive_above_1_share_pct=1.79
export IMPL_yosysWarnings=3
export IMPL_fmax_mhz=67.5
export IMPL_period_used_pct=76.4
export IMPL_top_area_cell="fa_1"
export IMPL_common_cells="inv_1 (28), xnor2_1 (16), fa_1 (14)"
export IMPL_cp_arrival_ns=10.94
export IMPL_hp_class="in2out"
export IMPL_postCtsSetupBuffers=0
export IMPL_grt_pass1_wl_um=2880
export IMPL_ir_drop_v=0.0000155
export IMPL_clkPwrFrac_pct=0
export IMPL_critical_path_startpoint="Cin"
export IMPL_overflow=0
export IMPL_initCoreUtil_pct=14.7
export IMPL_yosys_cells=65
export IMPL_routed_wl_um=1720
export IMPL_topCellsByArea="fa_1 (47%), xnor2_1 (23%), inv_1 (18%)"
export IMPL_combPwrFrac_pct=100.0
export IMPL_rows=23
export IMPL_path_common_cell="fa_1"
export IMPL_path_delay_family="adder cells"
export IMPL_chipArea_mm2=0.00723
export IMPL_synth_top_cell_area_share_pct=46.9
export IMPL_dp_cells=162
export IMPL_place_gp_congestion=0.670
export IMPL_antenna_cells=0
export IMPL_drc=0
export IMPL_synth_most_common_cell="inv_1"
export IMPL_synthCells=65
export IMPL_dp_worst_setup_slack_ns=4.52
export IMPL_cp_start_kind="primary input"
export IMPL_core_mm2=0.00406
export IMPL_post_route_min_period_ns=14.82
export IMPL_grt_pass1_vias=609
export IMPL_total_power_mw=0.0428
export IMPL_grt_max_degree=13
export IMPL_hold_violations=0
export IMPL_ant_nets=0
export IMPL_synth_distinct_cells=10
export IMPL_dp_hpwl_um=1690
export IMPL_viasPerCell=3.15
export IMPL_power_switching_share_pct=30.2
export IMPL_ctsHoldBuffers=0
export IMPL_seqPwrFrac_pct=0
export IMPL_drt_iter0_markers=2
export IMPL_report_final_slew_viol_count=0
export IMPL_rsz0062_at_grt="false"
export IMPL_cap_violations=0
export IMPL_critPathBufInv=2
export IMPL_syn_area_per_cell_um2=9.20
export IMPL_leakage_nw=0.502
export IMPL_antenna_found_initial=0
export IMPL_slowest_delay_ns=0.61
export IMPL_area_delta_synth_final_pct=88.1
export IMPL_crit_type="in2out"
export IMPL_nFlopsAndLatches=0
export IMPL_worstSetupEndpointType="output port"
export IMPL_powerDensity_mw_per_mm2=38.1
export IMPL_hp_start="A[0]"
export IMPL_stdcell_count=162
export IMPL_vias=511
export IMPL_required_ns=15.52
export IMPL_seqCellArea_um2=0
export IMPL_status="finished, final reports clean"
export IMPL_yosys_stat_seqShare_pct=0
export IMPL_path_cells="clkdlybuf4s50_1 > xnor2_1 > fa_1 > fa_1 > fa_1 > fa_1 > fa_1 > fa_1 > fa_1 > fa_1 > fa_1 > fa_1 > fa_1 > fa_1 > fa_1 > fa_1 > xnor2_1 > xnor2_1 > clkdlybuf4s50_1"
export IMPL_io_buffers=49
export IMPL_track_usage_pct=4.75
export IMPL_wl_per_cell_um=10.6
export IMPL_die_h_um=85
export IMPL_critPathMaxFanout=5
export IMPL_yosysChipArea_um2=598
export IMPL_num_io_pins=50
export IMPL_p_int_mw=0.0299
export IMPL_critPathSlowestCell="clkdlybuf4s50_1"
export IMPL_nClkBuffers=0
[placed cells by master (no fill, tap or decap)]
| master | netlist | final |
|---|---|---|
| mux2i_1 | 1 | 1 |
| fa_1 | 14 | 14 |
| inv_1 | 28 | 28 |
| xor2_1 | 1 | 1 |
| clkdlybuf4s50_1 | 0 | 49 |
| xnor2_2 | 1 | 1 |
| xnor2_1 | 16 | 16 |
| conb_1 | 1 | 1 |
| buf_4 | 1 | 1 |
[area by class of cell]
type               count  area [um^2]  share of cell area [%]
inverters             28          105                    9.34
repair buffers        50          498                    44.3
multi-input cells     34          459                    40.8
well taps             50         62.6                    5.56
[final timing paths]
path	slack, ns	depth (start not counted)	to
worst min-delay path	8.73	3	Sum[0]
worst max-delay path	4.58	19	Sum[15]
[kinds of logic (layout without fill, tap and decap cells)]
logic type	count (synthesis)	after routing	share of synthesized area [%]
XOR/XNOR	18	18	27.6
adder cells (fa/ha/maj)	14	14	46.9
buffers and inverters	31	78	23.2
multiplexers	1	1	1.67
other	1	1	0.627
[metrics by stage]
step | cell area [um^2] | utilization, % | hold slack [ns]
after CTS | 1120 | 27.7 | 8.73
after global routing | 1120 | 27.7 | 8.79
final | 1120 | 27.7 | 8.73
after floorplan | 598 | - | 7.79
after detailed placement | 1120 | 27.7 | 8.73
after global placement | 1120 | 27.7 | 8.75
[power by group through the flow]
| stage | sequential, mW | clock, mW | combinational, mW |
|---|---|---|---|
| CTS | 0 | 0 | 0.0447 |
| global route | 0 | 0 | 0.0490 |
| finish | 0 | 0 | 0.0428 |
[per-layer routing]
| metal | vias up | part of all wire (%) | GRT usage [%] |
|---|---|---|---|
| met1 | 227 | 42 | 6.43 |
| met3 | 0 | 9.3 | 1.54 |
| met2 | 27 | 48 | 7.70 |
| met5 | - | 0 | 0 |
| met4 | 0 | 0 | 0 |
| li1 | 257 | - | - |
